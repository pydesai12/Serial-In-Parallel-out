<file path="/design/flow/design.v">
`timescale 1ns / 10 ps
module serial(clk,rst,pushin,lastin,datain,pullout,stopout,dataout,lenout);
input clk,rst,pushin,lastin,datain;
input pullout;
output [63:0]dataout;
output[6:0]lenout;
output stopout;
reg[70:0]memory [31:0];
reg full;
reg stopout;
reg[4:0]read_ptr;
reg[4:0]write_ptr;
reg[5:0]counter;
reg[63:0] dataout;
reg[6:0] lenout;
reg empty;
reg read,write;
reg[6:0]lout,lout_new;
reg[63:0] out,out_new;
always @(posedge clk or posedge rst)
begin
    if(rst)
      begin
	read_ptr <=0;
	write_ptr <=0;
	out <= 0;
	lout <= 0;
	counter <=0;
	stopout <=1;
 	read <=0;
 	write <=0;
	end
	else
	  begin
	  case ({pushin,lastin})
	  2'b00 : begin
		  lout <=#1 lout;
		  out <=#1 out;
 		  write <= #1 0;
		  end
	  2'b10:begin
		out <=	#1  {out[62:0],datain};
		lout <= #1 lout + 1;
 		 write <= #1 1'b0;
		end
	  2'b11:begin
		out_new <= #1 {out[62:0],datain};
		lout_new <= #1 lout +1;
 		write <= #1 1'b1;
 		out <= #1 0;
 		lout <= #1 0;
		end
	 2'b01:begin
		lout <=#1 lout;
		 out <=#1 out;
		 write <= #1 1'b0;
		end 
	endcase
	if(((write) && (!full)) && ((read) && (!empty)))
	begin
	  memory[write_ptr][63:0]<=#1 out_new[63:0]; 
	  memory[write_ptr][70:64]<=#1 lout_new[6:0];
	  write_ptr <=#1 write_ptr+1 ;
	  dataout <= #1 memory[read_ptr][63:0];
	  lenout <= #1 memory[read_ptr][70:64];
	  read_ptr <=#1  read_ptr +1;
	  counter <=#1 counter; 
	  read <= #1 1'b0;
	  stopout <= #1 1'b0;
	 end
	else if(write && (!full))
    		begin
			  memory[write_ptr][63:0]<=#1 out_new[63:0]; 
			  memory[write_ptr][70:64]<=#1 lout_new[6:0]; 
			  write_ptr <= #1 write_ptr+1 ;
			  counter <= #1 counter + 1;
		end	  
	else if(read && (!empty)) 
		begin
    		dataout <= #1 memory[read_ptr][63:0];
    		lenout <= #1 memory[read_ptr][70:64];
    		read_ptr <=#1  read_ptr + 1;
		counter <=#1 counter - 1;
    		read<=#1 1'b0;
    		stopout<=#1 1'b0;
		end
	else  
	begin
	write_ptr <= #1 write_ptr;
	read_ptr <=#1  read_ptr;
	counter <=#1 counter; 
	end
	if(stopout && (!read)) 
	begin
	read <= #1 1'b1;
	end
	if(pullout && (!stopout))
	begin
	stopout <= #1 1'b1;
	end
  end
end
always @(*)
begin
  if(counter == 0) empty <=1;
  else empty <= 0;
  if(counter == 32) full <= 1;
  else full <= 0;
end 
endmodule
</file>
<file path="/design/flow/run.sh">
#!/bin/bash
# OpenROAD 26Q1-2900-gdf79404cd8, Yosys 0.63+post, stock flow scripts
make -C /OpenROAD-flow-scripts/flow DESIGN_CONFIG=/design/flow/config.mk WORK_HOME=/design/flow/orfs finish
</file>
<file path="/design/flow/config.mk">
export PLATFORM = sky130hd
export DESIGN_NAME = serial
export DESIGN_NICKNAME = serial
export VERILOG_FILES = /design/flow/design.v
export SDC_FILE = /design/flow/constraint.sdc
export NUM_CORES = 4
export LEC_CHECK = 1
export CORE_UTILIZATION = 40
</file>
<file path="/design/flow/constraint.sdc">
current_design serial

set clk_period 13.5
set clk_io_pct 0.2

create_clock -name clk0 -period $clk_period [get_ports {clk}]

set non_clock_inputs [all_inputs -no_clocks]
set_input_delay [expr $clk_period * $clk_io_pct] -clock clk0 $non_clock_inputs
set_output_delay [expr $clk_period * $clk_io_pct] -clock clk0 [all_outputs]
</file>
==> results.txt <==
Routed WL per cell: 38.3 microns
DRC viols: 0
CTS tree: built
RSZ-0062 raised after global routing: false
synth unique cells: 86
cell repeated most along the worst path: buf_4
core box area: 231,000 sq um
CP max stage delay: 710 ps
H-Tree Level Count: 4
status: finished, final reports clean
tool warnings: 35
clk sinks: 2,503
Area Overhead vs Synth: 14.2%
Seq pwr share: 42.6%
drt pass-1 iters: 8
Gate Count Post-Synth: 5,102
Commonest flop: edfxtp_1
chip area line of the yosys report: 93,100 sq um
fin. max-slew vios: 0
cts hold-fix bufs: 0
net switching power: 7.21 mW
Post-Syn Area per Cell: 18.2 sq um
multiplexer share of the synthesized area: 3.60%
top logic cell family in the synthesized netlist: AND-OR/OR-AND gates
Final Skew: 64.5 ps
layout cells sized above 1: 14.0%
Die Y-Extent: 484 microns
XOR-XNOR Cells, Area Fraction: 0.151%
area of the mapped netlist: 93,100 sq um
crit path from: rst
vias per cell: 6.29
Initial Util: 40.3%
critical path class: in -> reg
Final GP Congestion: 0.947
Leak Pwr: 34.1 nW
DRT iter0 DRCs: 5,041
CP Depth: 7
Peak VDD IR: 0.139 mV
CP arrival: 6180 ps
simple share: 3.36%
worst-path cell chain: clkdlybuf4s50_1 -> inv_4 -> nand2_1 -> nor2_1 -> and2_4 -> buf_4 -> buf_4
Die Area: 235,000 sq um
CP bufs+invs: 4
yosys aoi share: 10.2%
# Max-Cap Violations: 0
endpoints failing hold: 0
Clock power frac: 30.8%
Post-synth ARST share: 3.56%
Slowest-stage cell, CP: buf_4
Cell Rows: 176
chip width: 484 microns
sw frac: 33.7%
Worst R2R End: dataout[36]$_DFFE_PP_
Hold Slack: 441 ps
Tot Pwr: 21.4 mW
Adder Area Share: 0.277%
Latency at later pin: 910 ps
Num CTS Buffers: 239
yosys cell count: 5,102
Reg clk slew, reported paths: 60 ps
register area share after synthesis: 80.2%
HP Class: reg -> reg
Worst setup endpoint: memory[21][38]$_DFFE_PP_
internal power: 14.2 mW
endpoint class of the critical path: register
DRT antenna net count: 0
cell area power density: 201 nW/um^2
family with the most delay on the worst path: buffers and inverters
EDFF count, synth: 2,414
crit path max fanout: 51
Final Critical Period: 5690 ps
Logic pwr share: 26.6%
R2R Setup Slk: 7950 ps
Critical Path RT: 13,990 ps
first-pass GRT wire length: 451 mm
GRT Overall Usage: 30.8%
Setup Viol. Count Final: 0
kind of start point of the critical path: input pin
Fmax achieved: 176 MHz
remaining global-route overflow: 0
vias in the first global route: 57,000
initial antenna violation count: 19
Finished Core Util: 46.1%
Max Root-Sink Buffers: 3
Slew HR: 26.2%
worst r2r path cells: 10
PortBufs: 77
Registers, synthesis: 2,503
Synthesis Warnings: 2
Clk Tree Root Cell: clkbuf_16
Resize count post-CTS: 0
Post-CTS Setup Bufs: 0
final WL: 330 mm
DR vias: 54,100
period utilization: 42.1%
IO Pins: 78
Reg2Reg Launch Point: read_ptr[4]$_DFFE_PP0P_
DPL Wire Length: 194 mm
Slew @ Worst Pin: 1100 ps
largest net degree at the start of global routing: 72
Setup TNS: 0 ps
## layout by cell type (no fill, tap or decap), types with 19 or more instances in the layout
cell,Yosys,layout
a21oi_1,41,41
a221o_1,28,28
a221oi_1,70,70
a222oi_1,67,67
a22o_1,84,84
a22oi_1,440,440
a2bb2oi_1,27,27
a31oi_1,53,53
and2_4,0,19
buf_4,37,274
clkbuf_1,135,60
clkbuf_16,0,241
clkdlybuf4s50_1,0,76
clkinv_1,1,54
clkinv_2,0,43
dfrtp_1,88,85
edfxtp_1,2414,2414
inv_1,85,84
mux2_2,51,51
mux2i_1,262,262
nand2_1,179,178
nand3_1,28,26
nand4_1,36,36
nor2_1,76,58
nor4_1,104,104
o211ai_1,19,19
o21ai_0,81,81
o22ai_1,178,178
o2bb2ai_1,32,32
## area by class of cell
type                       count  area (sq um)
inverter                      86           325
clock inverter               147          1370
timing repair buffer         355          2920
multi-input combinational   2183         16800
fill                       19000        124000
sequential                  2503         74700
tap                         3026          3790
antenna                        8          20.0
clock buffer                 305          6310
## metrics by stage
stage	cells	setup WS (ps)	cell area (sq um)
2_1_floorplan	5102	6180	93100
3_3_place_gp	8153	6880	98600
3_5_place_dp	8153	6940	98600
4_1_cts	8605	7850	106000
5_1_grt	8606	7650	106000
6_report	8613	7810	106000
## Yosys cell counts (16+ instances only)
| master | instances | share of area (%) |
|---|---|---|
| clkbuf_1 | 135 | 0.54 |
| buf_4 | 37 | 0.30 |
| ha_1 | 19 | 0.26 |
| a31oi_1 | 53 | 0.36 |
| a2bb2oi_1 | 27 | 0.25 |
| nor2_1 | 76 | 0.31 |
| nor4_1 | 104 | 0.70 |
| mux2_2 | 51 | 0.62 |
| a221oi_1 | 70 | 0.66 |
| o2bb2ai_1 | 32 | 0.30 |
| and3_1 | 19 | 0.13 |
| and2_1 | 22 | 0.15 |
| a22o_1 | 84 | 0.79 |
| o221ai_1 | 16 | 0.15 |
| a221o_1 | 28 | 0.30 |
| mux2i_1 | 262 | 2.8 |
| o211ai_1 | 19 | 0.15 |
| buf_6 | 18 | 0.22 |
| a2111oi_0 | 18 | 0.17 |
| dfrtp_1 | 88 | 2.4 |
| inv_1 | 85 | 0.34 |
| buf_2 | 113 | 0.61 |
| nand3_1 | 28 | 0.15 |
| o21ai_0 | 81 | 0.44 |
| a21oi_1 | 41 | 0.22 |
| nand2_1 | 179 | 0.72 |
| edfxtp_1 | 2414 | 78 |
| a222oi_1 | 67 | 0.72 |
| nand4_1 | 36 | 0.24 |
| buf_1 | 25 | 0.10 |
| o22ai_1 | 178 | 1.2 |
| a22oi_1 | 440 | 3.5 |
## metal layers
layer	part of all wire [%]	wire, microns	GRT usage [%]
met4	5.7	18900	13.2
met3	23	74600	30.5
met5	0.57	1900	7.16
met2	43	141000	41.1
met1	28	93400	30.9
## registers in the layout, summed over array words and instances, names as in the netlist
name       flops
memory      2272
dataout       64
out_new       64
out           63
lenout         7
lout           7
lout_new       7
counter        6
read_ptr       5
write_ptr      5
read           1
stopout        1
write          1
## power groups by stage
stage	registers, mW	clock network, mW	logic, mW
after CTS	9.13	6.62	5.47
final	9.12	6.58	5.69
after global routing	9.15	6.92	5.81
## cells by family (layout without fill, tap and decap cells)
group / Yosys count / in the layout
flops: 2503 / 2503
compound gates: 1252 / 1252
simple gates: 574 / 574
buf+inv: 416 / 893
mux: 321 / 321
fa+ha+maj: 20 / 20
xor+xnor: 16 / 16
other cells: 0 / 8
## worst min path at each step
| stage | start | end | slack (ps) | depth (start not counted) |
|---|---|---|---|---|
| after CTS | out[15]$_DFFE_PP0N_ | out_new[16]$_DFFE_PP_ | 440 | 0 |
| after global routing | out[35]$_DFFE_PP0N_ | out_new[36]$_DFFE_PP_ | 450 | 0 |
| final | out[35]$_DFFE_PP0N_ | out_new[36]$_DFFE_PP_ | 440 | 0 |
Power figures rest on the tool's default switching activity, not on a simulated workload.
